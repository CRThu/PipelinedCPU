==> ./design.v <==
module register(
        input   wire            clk,
        input   wire            reset_n,
        input   wire    [4:0]   addr1,
        output  reg     [31:0]  read1,
        input   wire    [4:0]   addr2,
        output  reg     [31:0]  read2,
        input   wire            we3,
        input   wire    [4:0]   addr3,
        input   wire    [31:0]  write3
    );
    reg [31:0] register_block [31:0];
    always@(*)
    begin
        if(addr1 == 5'b00000)
        begin
            read1 = 32'h0;
        end
        else
        if(addr1 == addr3 && we3)
        begin
            read1 = write3;
        end
        else
        begin
            read1 = register_block[addr1];
        end
        if(addr2 == 5'b00000)
        begin
            read2 = 32'h0;
        end
        else
        if(addr2 == addr3 && we3)
        begin
            read2 = write3;
        end
        else
        begin
            read2 = register_block[addr2];
        end
    end
    integer i;
    always @(posedge clk or negedge reset_n)
    begin
        if(!reset_n)
        begin
            for(i=0;i<32;i=i+1)
                register_block[i] = 32'h0;
        end
        else
        begin
            if(we3 && (addr3 != 5'b00000))
                register_block[addr3] <= write3;
        end
    end
endmodule  
==> ./run.sh <==
#!/bin/bash
# OpenROAD 26Q1-2900-gdf79404cd8, Yosys 0.63+post, stock flow scripts
make -C /OpenROAD-flow-scripts/flow DESIGN_CONFIG=/design/flow/config.mk WORK_HOME=/design/flow/orfs finish
==> ./config.mk <==
export PLATFORM = sky130hd
export DESIGN_NAME = register
export DESIGN_NICKNAME = register
export VERILOG_FILES = /design/flow/design.v
export SDC_FILE = /design/flow/constraint.sdc
export NUM_CORES = 4
export LEC_CHECK = 1
export CORE_UTILIZATION = 50
==> ./constraint.sdc <==
current_design register

set clk_period 13.3
set clk_io_pct 0.2

create_clock -name clk0 -period $clk_period [get_ports {clk}]

set non_clock_inputs [all_inputs -no_clocks]
set_input_delay [expr $clk_period * $clk_io_pct] -clock clk0 $non_clock_inputs
set_output_delay [expr $clk_period * $clk_io_pct] -clock clk0 [all_outputs]
==> flow_summary.yaml <==
# generated from flow reports
sta:
  rsz0062_at_grt: "false"
  tightest_slew_ns: 1.22
  slew_headroom: 0.185
  slew_violations: 0
  layout_setup_ws_ns: 3.18
  fin_skew_ns: 0
  setup_viol: 0
  finalClockPeriodUsage: 0.761
  hold_violations: 0
  final.min_clock_period_ns: 10.12
  fmaxAchievable_mhz: 98.8
  setup_tns_ns: 0
clock_tree:
  cts-hold-fix-buffers: 0
  cts.sinks: 992
  post_cts_buffers: 0
  cts-resized-gates: 0
  cts.clk_slew.worst_paths_ns: 0.06
  cts.htree.levels: 3
  cts_tree: "yes"
  cts_root_buf: "clkbuf_16"
  cts_buffer_depth: 3
  clk_latency_ns: 0.73
  cts_buffers: 109
yosys:
  synthCells: 4550
  yosysWarnings: 2
  avgSynthCellArea_um2: 11.4
  ys_seq_share: 0.480
  ys_ff: 992
  edf_count: 0
  yosysTopAreaCell: "dfrtp_1"
  ys_top_cells_by_area: "dfrtp_1, mux2_2, a22oi_1"
  synth_area_um2: 51700
  synth_cell_types: 68
  synthArstFlopShare: 1.00
  ys_cells: 4550
  ff_type: "dfrtp_1"
  top_cell_area_share: 0.480
  ys_chip_area_um2: 51700
route:
  routedWlPerCell_um: 47.4
  dr.pass1.iters: 8
  vias_per_cell: 7.94
  drt-initial-drc-count: 6653
  route.met3.wl_mm: 53.0
  antenna_left: 0
  wl_met1_mm: 98.4
  vias: 48100
  wl_met2_mm: 110
  top_layer_used: "met5"
  drc: 0
  wirelength_mm: 287
worst_setup_path:
  end_kind: "primary output"
  r2r_cells: 1
  crit_path_start_kind: "input pin"
  worstReg2RegStart: "register_block[11][24]$_DFFE_PN0P_"
  worstPathArrival_ns: 7.46
  rrSetupSlack_ns: 12.39
  rr_endpoint: "register_block[11][24]$_DFFE_PN0P_"
  worst-path-max-fanout: 31
  criticalPathCategory: "input pin to primary output"
  cp.required_ns: 10.64
placement:
  port_buffers: 113
  hpwl_mm: 172
  gp_congestion: 1.08
  placed_area_um2: 54900
  post-place-ws_ns: 3.65
global_routing:
  globalRouteTotalUtil: 0.579
  grt_start_max_net_pins: 110
  grt_overflow: 0
  grt_pass1_wl_mm: 389
  grt_pass1_vias: 45500
  antenna_found_initial: 42
hold_path:
  hp-start: "register_block[14][18]$_DFFE_PN0P_"
  whs_endpoint: "register_block[14][18]$_DFFE_PN0P_"
  hold_class: "register to register"
  hold_depth: 1
run:
  drv_cap: 0
  log.warning_count: 36
run_status:
  status: "completed"
pwr:
  p_per_area_nw_per_um2: 150
  ir_drop_mv: 0.130
  power.total_mw: 8.89
  leakage_nw: 26.5
die:
  die_area_um2: 105000
  coreArea_um2: 102000
  fp.dieH_um: 324
  num_rows: 117
  fp.dieW_um: 324
  ios: 114
  fp_util: 0.506
cells_and_area:
  top_register: "register_block"
  drive_above_1_share: 0.340
  largest_reg_flops: 992
  final_core_util: 0.578
  lay_top_count: "dfrtp_1"
  nFillCells: 8592
  final_cell_mix: "dfrtp_1, mux2_2, a22oi_1"
  syn2layout_area_growth_pct: 14.3
  reg_top3: "register_block: 992 flops"
  design_area_um2: 59100
## how the worst max path moves through the flow
stage,start,to,slack (ns),cells after the start
CTS,addr1[2],read1[20],3.63,10
global route,addr1[2],read1[20],3.40,10
finish,addr2[4],read2[20],3.18,11
## metal layers
layer | global-route usage | vias to the layer above
li1 | - | 17600
met1 | 0.718 | 23900
met2 | 0.718 | 4810
met3 | 0.416 | 1714
met4 | 0.368 | 48
met5 | 0.0468 | -
## stage by stage
stage	hold slack, ns	instances
finish	0.520	6062
floorplan	0.479	4550
global route	0.534	6006
detailed placement	0.506	5794
global placement	0.492	5794
CTS	0.519	6000
## logic make-up (layout without fill, tap and decap cells)
group | count (synthesis) | after routing | share of synthesized area
AOI/OAI and AO/OA | 970 | 970 | 0.141
muxes | 999 | 999 | 0.217
xor gates and xnor gates | 8 | 8 | 0.00136
DFF | 992 | 992 | 0.480
other | 0 | 62 | 0
and+or+nand+nor | 1097 | 1097 | 0.120
buffers and inverters | 484 | 566 | 0.0403
## critical path, stage by stage
cell and delay [ns]:
buf_2 0.40, buf_4 0.63, nor2b_4 0.60, and2_2 0.97, buf_4 0.55, a22oi_1 0.12, nand4_1 0.15, nor4_1 0.07
buf_4 0.14, o21ai_1 0.55, clkdlybuf4s50_1 0.59
## synthesized netlist by cell type, types with 4 or more instances
master / instances
dfrtp_1: 992
mux2_2: 991
a22oi_1: 562
and3_1: 370
clkbuf_1: 281
nand2_1: 162
buf_2: 141
nand4_1: 122
a2111oi_0: 119
nor2_1: 115
nand3_1: 112
o21ai_0: 64
nor4_1: 58
a21oi_1: 45
a221oi_1: 45
buf_1: 41
o31ai_1: 28
nor3_1: 24
o21ai_1: 23
nand3b_1: 19
a22o_1: 17
nand2b_1: 14
nor2_2: 12
a32o_1: 11
a31o_2: 10
buf_6: 10
nand4b_1: 10
nor2b_1: 10
nor3b_1: 10
a211oi_1: 9
or2_2: 9
a31oi_1: 8
a32oi_1: 8
xnor2_1: 8
and3b_1: 7
inv_1: 7
mux2i_1: 7
and4_1: 6
o22ai_1: 6
or3b_2: 6
and2_1: 4
buf_4: 4
or3_1: 4
## power breakdown
group          internal, mW  total, mW  switching (mW)
Combinational         0.640       1.30           0.656
Sequential             3.60       4.20           0.594
Clock                  2.06       3.39            1.34
Total                  6.30       8.89            2.59
## final cells by class
| type | instances | area [µm²] | area share |
|---|---|---|---|
| inverters | 7 | 26.3 | 0.000445 |
| multi-input cells | 3074 | 25400 | 0.431 |
| clock inverters | 45 | 742 | 0.0126 |
| well taps | 1368 | 1710 | 0.0290 |
| diodes | 62 | 155 | 0.00263 |
| clock buffers | 161 | 3260 | 0.0551 |
| flip-flops and latches | 992 | 24800 | 0.420 |
| repair buffers | 353 | 2920 | 0.0494 |
Power figures rest on the tool's default switching activity, not on a simulated workload.
