**flow/design.v**
```verilog
module terminal(
        input   wire            clk,
        input   wire            reset_n,
        input   wire            we,
        input   wire    [31:0]  addr,
        output  reg     [31:0]  data_read,
        input   wire    [31:0]  data_write,
        output  reg     [7:0]   terminal_bus = 8'h0
);
    reg [127:0] terminal_block = 128'h0;
    reg [7:0] uart_rx_buf = 8'hCC;   
    reg uart_rx_done_flag = 1'b1;    
    always @(posedge clk or negedge reset_n)
    begin
        if(!reset_n)
        begin
            terminal_bus <= 8'h0;
            terminal_block <= 128'h0;
        end
        else
        begin
            if(we )
            begin
                case(addr)
                    32'h0:
                    begin
                        terminal_bus <= data_write[7:0];
                        terminal_block <= (terminal_block << 8) + data_write[7:0];
                    end
                    32'h4:
                    begin
                        uart_rx_done_flag <= data_write[0];
                    end
                    default:
                    begin
                    end
                endcase
            end
        end
    end
    always@(*)
    begin
        case(addr)
            32'h3:
            begin
                data_read <= {24'b0,uart_rx_buf};
            end
            32'h4:
            begin
                data_read <= {31'b0, uart_rx_done_flag};
            end
            default:
            begin
                data_read <= 32'b0;
            end
        endcase
    end
endmodule  
```
**flow/run.sh**
```bash
#!/bin/bash
# OpenROAD 26Q1-2900-gdf79404cd8, Yosys 0.63+post, stock flow scripts
make -C /OpenROAD-flow-scripts/flow DESIGN_CONFIG=/design/flow/config.mk WORK_HOME=/design/flow/orfs finish
```
**flow/config.mk**
```make
export PLATFORM = sky130hd
export DESIGN_NAME = terminal
export DESIGN_NICKNAME = terminal
export VERILOG_FILES = /design/flow/design.v
export SDC_FILE = /design/flow/constraint.sdc
export NUM_CORES = 4
export LEC_CHECK = 1
export CORE_AREA = 10 10 70 70
export DIE_AREA = 0 0 80 80
```
**flow/constraint.sdc**
```tcl
current_design terminal

set clk_period 2.5
set clk_io_pct 0.2

create_clock -name clk0 -period $clk_period [get_ports {clk}]

set non_clock_inputs [all_inputs -no_clocks]
set_input_delay [expr $clk_period * $clk_io_pct] -clock clk0 $non_clock_inputs
set_output_delay [expr $clk_period * $clk_io_pct] -clock clk0 [all_outputs]
```
==> job_summary.md <==
### Flow metrics

| Metric | Value |
|---|---|
| Status | finished, final reports clean |
| Number of non-filler instances in the completed layout | 184 |
| Routed Antenna Nets | 0 |
| Clk sink count | 9 |
| Crit path time final | 2.46 ns |
| Max Freq | 407 MHz |
| Hold_buf cts | 0 |
| Pwr/cell area | 244 nW/um^2 |
| DRC | 0 |
| Crit path max fanout | 2 |
| Die Size | 6400 um^2 |
| Syn Std Cell Area | 674 um^2 |
| Startpoint Class | primary input |
| Root buffer cell | clkbuf_4 |
| Setup TNS Final | 0 ns |
| Drt wl/cell | 14.5 um |
| Sw frac | 21.2% |
| Chip Width | 80 um |
| Comb pwr share | 24.3% |
| Kind of critical path | primary input to primary output |
| Die height | 80 um |
| VDD IR max | 0.000201 V |
| Clock power frac | 31.5% |
| Core Region | 3420 um^2 |
| Yosys Instances | 67 |
| Vias per cell | 3.85 |
| Vias in the first global route | 771 |
| DR iter-0 viols | 11 |
| CTS tree | done |
| Grt ovf | 0 |
| Cell Type Count | 14 |
| YS chip area | 674 um^2 |
| Critical Path End Type | primary output |
| Hold Crit Class | register to register |
| GPL Wtd Cong | 0.955 |
| First-pass GRT wire length | 3820 um |
| Area Growth Syn to Fin | 104% |
| Arrival time at the worst endpoint | 1.96 ns |
| Clock buffer depth | 2 |
| Post-Syn Area per Cell | 10.1 um^2 |
| Syn Inst Count | 67 |
| Fillers | 324 |
| Row count | 21 |
| Final period util | 98.2% |
| Worst Skew | 0 ns |
| CTS Buf Count | 3 |
| Ys flops | 9 |
| DP Cell Count | 170 |
| Vias | 708 |
| H-Tree Depth | 1 |
| Antenna Diode Count | 0 |
| Log Warnings | 50 |
| I/O pin count | 107 |
| Final Hold Fails | 0 |
| FP Core Util | 19.7% |
| Placed wire-length estimate | 2080 um |
| Sw Pwr | 71.0 uW |
| Largest net degree at the start of global routing | 10 |
| Ys Warns | 1 |
| Share of cells above drive strength 1 | 28.3% |
| Post-Route WL | 2670 um |
| Synth Seq Share | 34.1% |
| Leak Pwr | 0.000753 uW |
| Port bufs | 55 |
| Share of power burned in registers | 44.2% |
| Tot GR Track Use | 7.18% |
| Setup Viol. Count Final | 0 |
| Slew Viols, Final | 0 |
| DR pass1 iterations | 3 |
| CP required | 2.00 ns |
| Cell internal pwr | 264 uW |
| Max Cap Viol | 0 |
| Reg clk slew, reported paths | 0.05 ns |
| Clock Latency Late Sink | 0.25 ns |
| Initial antenna violation count | 0 |
==> state kept, by name (all words and copies together), names as in the netlist <==
signal	cells
uart_rx_done_flag	1
terminal_bus	8
==> kinds of logic (layout without fill, tap and decap cells) <==
logic type	count (synthesis)	after routing	share of synthesized area (%)
buffers and inverters	31	76	34.0
and+or+nand+nor	18	18	18.0
DFF	9	9	34.1
muxes	8	8	13.4
other	1	27	0.556
==> path summary, 6_finish.rpt <==
check	cells after the start	to	start	slack [ns]
max	7	data_read[3]	addr[17]	0.04
min	1	terminal_bus[3]	terminal_bus[3]	0.51
max reg2reg	1	terminal_bus[1]	terminal_bus[1]	1.75
min reg2reg	1	terminal_bus[3]	terminal_bus[3]	0.51
max in group asynchronous	1	terminal_bus[2]	reset_n	1.70
min in group asynchronous	1	terminal_bus[6]	reset_n	0.53
==> synth_stat cells <==
cell type | number | area [um^2]
and3_1 | 1 | 6.26
and4_1 | 1 | 8.76
buf_4 | 30 | 225
conb_1 | 1 | 3.75
dfrtp_1 | 8 | 200
edfxtp_1 | 1 | 30.0
inv_1 | 1 | 3.75
mux2_2 | 8 | 90.1
nand2_1 | 1 | 3.75
nand4_1 | 3 | 18.8
nor2_1 | 2 | 7.51
nor3_1 | 1 | 5.00
nor4_1 | 8 | 50.1
nor4_4 | 1 | 21.3
==> power by group through the flow <==
stage | Sequential [uW] | Combinational, uW | Clock [uW]
4_1_cts | 148 | 78.7 | 112
5_1_grt | 148 | 89.5 | 124
6_report | 148 | 81.4 | 106
==> routing by layer <==
| metal | track usage (%) | vias up | share of wire [%] |
|---|---|---|---|
| met1 | 9.36 | 320 | 46 |
| met4 | 0.704 | 0 | 0.90 |
| li1 | - | 324 | - |
| met2 | 10.4 | 62 | 41 |
| met5 | 0 | - | 0 |
| met3 | 4.20 | 2 | 12 |
==> layout by cell type (no fill, tap or decap), types with 2 or more instances in the layout <==
cell	n
conb_1	27
clkdlybuf4s50_1	24
dlymetal6s2s_1	15
buf_4	14
dlygate4sd2_1	10
mux2_2	8
dfrtp_1	8
clkbuf_2	4
nor4_2	3
nor4_1	3
nand4_1	3
nor4_4	3
clkbuf_4	3
clkdlybuf4s15_1	2
buf_6	2
==> what timing repair did <==
item                                    CTS  global route
buffers inserted                          7             3
pin swaps                                 8            12
endpoints found under the setup margin    5             5
gates resized                            25            28
==> critical path: stages <==
cell,delay [ns]
dlygate4sd2_1,0.24
nor4_2,0.27
nand4_1,0.17
nor4_1,0.31
buf_4,0.17
buf_4,0.10
dlygate4sd2_1,0.20
==> final cells by class <==
type | count | area (um^2) | share of cell area (%)
inverters | 1 | 3.75 | 0.273
flip-flops and latches | 9 | 230 | 16.7
well taps | 46 | 57.6 | 4.19
clock buffers | 4 | 26.3 | 1.91
multi-input cells | 53 | 374 | 27.2
repair buffers | 71 | 683 | 49.7
==> metrics by stage <==
step	hold WS, ns	worst slack (ns)	utilization [%]	cell area [um^2]	power [uW]
6_report	0.506	0.0450	40.3	1380	335
5_1_grt	0.534	-0.0713	40.3	1380	361
4_1_cts	0.513	-0.0392	37.8	1290	339
3_5_place_dp	0.500	-0.315	35.1	1200	231
3_3_place_gp	0.489	-0.305	35.1	1200	232
2_1_floorplan	0.204	0.463	-	772	185
No activity file was given, so power comes from the tool's default toggle rates.
